$ cat ./config.mk
export PLATFORM = sky130hd
export DESIGN_NAME = ex_mem
export DESIGN_NICKNAME = ex_mem
export VERILOG_FILES = /design/flow/design.v
export SDC_FILE = /design/flow/constraint.sdc
export NUM_CORES = 4
export LEC_CHECK = 1
export CORE_AREA = 10 10 113 113
export DIE_AREA = 0 0 123 123
$ cat ./constraint.sdc
current_design ex_mem

set clk_period 1.0
set clk_io_pct 0.2

create_clock -name clk0 -period $clk_period [get_ports {clk}]

set non_clock_inputs [all_inputs -no_clocks]
set_input_delay [expr $clk_period * $clk_io_pct] -clock clk0 $non_clock_inputs
set_output_delay [expr $clk_period * $clk_io_pct] -clock clk0 [all_outputs]
$ cat ./design.v
module ex_mem(
    ctrl_regWrite_ex_mem, ctrl_memToReg_ex_mem, ctrl_branch_ex_mem,		 
	ctrl_memRead_ex_mem, ctrl_memWrite_ex_mem, ctrl_halfWord_signed_ex_mem,
	branch_or_not_address_ex_mem, zero_ex_mem, alu_result_ex_mem,
	read_data_2_ex_mem, write_register_ex_mem,
	ctrl_regWrite_id_ex, ctrl_memToReg_id_ex, ctrl_branch_id_ex,		 
	ctrl_memRead_id_ex, ctrl_memWrite_id_ex, ctrl_halfWord_signed_id_ex,
	branch_or_not_address,
	zero, alu_result, read_data_2_id_ex, write_register,
    clk, reset);
output reg ctrl_regWrite_ex_mem, ctrl_memToReg_ex_mem, ctrl_branch_ex_mem,
	ctrl_memRead_ex_mem, ctrl_memWrite_ex_mem, zero_ex_mem;
output reg [31:0] branch_or_not_address_ex_mem, alu_result_ex_mem,
    read_data_2_ex_mem;
output reg [4:0] write_register_ex_mem;
output reg [1:0] ctrl_halfWord_signed_ex_mem;
input ctrl_regWrite_id_ex, ctrl_memToReg_id_ex, ctrl_branch_id_ex,
	ctrl_memRead_id_ex, ctrl_memWrite_id_ex, zero;
input [31:0] branch_or_not_address, alu_result, read_data_2_id_ex;
input [4:0] write_register;
input [1:0] ctrl_halfWord_signed_id_ex;
input clk, reset;
always @ (posedge clk or negedge reset)
begin
	if(~reset) begin
		ctrl_regWrite_ex_mem = 0;
		ctrl_memToReg_ex_mem = 0;
		ctrl_branch_ex_mem = 0;
		ctrl_memRead_ex_mem = 0;
		ctrl_memWrite_ex_mem = 0;
		ctrl_halfWord_signed_ex_mem = 0;
		read_data_2_ex_mem = 0;
	end
	else begin
		ctrl_regWrite_ex_mem = ctrl_regWrite_id_ex;
		ctrl_memToReg_ex_mem = ctrl_memToReg_id_ex;
		ctrl_branch_ex_mem = ctrl_branch_id_ex;
		ctrl_memRead_ex_mem = ctrl_memRead_id_ex;
		ctrl_memWrite_ex_mem = ctrl_memWrite_id_ex;
		ctrl_halfWord_signed_ex_mem = ctrl_halfWord_signed_id_ex;
		read_data_2_ex_mem = read_data_2_id_ex;
	end
end
always @ (*)
begin
	if(~reset) begin
		zero_ex_mem = 0;
		branch_or_not_address_ex_mem = 0;
		alu_result_ex_mem = 0;
		write_register_ex_mem = 0;
	end
	else begin
		zero_ex_mem = zero;
		branch_or_not_address_ex_mem = branch_or_not_address;
		alu_result_ex_mem = alu_result;
		write_register_ex_mem = write_register;
	end
end
endmodule
$ cat ./run.sh
#!/bin/bash
# OpenROAD 26Q1-2900-gdf79404cd8, Yosys 0.63+post, stock flow scripts
make -C /OpenROAD-flow-scripts/flow DESIGN_CONFIG=/design/flow/config.mk WORK_HOME=/design/flow/orfs finish
==> flow_summary.yaml <==
# synthesis and place-and-route metrics
final_timing:
  whs_ns: 0.0475
  hold_viol_final: 0
  rsz0062_at_grt: "true"
  layout_setup_ws_ns: -0.0208
  drv_slew: 0
  fmax_mhz: 980
  finalCritPeriodShare: 1.02
  fin_setup_tns_ns: -0.333
  min_period_ns: 1.02
  slew-limit-headroom: 0.858
  tightestPinTransition_ns: 0.212
  finalSetupViolations: 27
critical_path:
  path_max_fanout: 5
  critPathArrivalTime_ns: 0.82
  required_ns: 0.80
  critPathLaunchType: "input port"
  cp-end-kind: "primary output"
  crit_slowest_cell: "buf_16"
  path_cells: "buf_16 -> buf_12 -> buf_8 -> and2_4 -> buf_6"
  cpPeakStageDelay_ns: 0.13
  crit_type: "input port to primary output"
clock_network:
  clkSinkCount: 39
  cts_tree: "built"
  htree_levels: 2
  clock-root-buffer: "clkbuf_8"
  numCtsBuffers: 5
  clk_pin_slew_ns: 0.07
  cts_buffer_depth: 2
  cts_hold_buf: 0
grt:
  groute.usage.overall: 0.0980
  use_met1: 0.104
  met2_usage: 0.179
  met3_usage: 0.0476
  grt_pass1_wl_um: 11300
  grt.busiest_layer: "met2"
  grt_antenna_before_repair: 0
  grt_max_degree: 18
  first_global_vias: 1897
  grt-ovfl-total: 0
logic_synthesis:
  synth_area_um2: 1500
  synth_top_area_share: 0.649
  top_cells_by_area: "dfrtp_1 65%, and2_2 21%, and2_1 11%"
  yosysTopAreaCell: "dfrtp_1"
  syn_inst: 116
  yosysWarnings: 1
  yosys_cells: 116
  synth.most_common_cell: "and2_2"
  yosys_area_um2: 1500
  synthFlopType: "dfrtp_1"
  yosysSeqAreaShare: 0.649
  top_cells_by_count: "43 x and2_2, 39 x dfrtp_1, 27 x and2_1"
  synth.distinct_cells: 4
  synth_flops: 39
  async_reset_ff_frac: 1.00
  avgSynthCellArea_um2: 13.0
  edf_count: 0
detailed_routing:
  drt-initial-drc-count: 13
  viasPerCell: 3.50
  insertedDiodeCount: 0
  first_pass_iters: 2
  vias: 1738
  routedWlPerCell_um: 16.9
  antenna_left: 0
  drc: 0
  routed_wl_um: 8410
floorplan:
  coreArea_um2: 10300
  rows: 37
  chipHeight_um: 123
  die-area_um2: 15100
  floorplan.core_util: 0.146
  fp.dieW_um: 123
  io_pins: 220
pwr:
  p_leak_nw: 2.07
  seqPwrFrac: 0.449
  vdd_drop_max_mv: 0.732
  combPwrFrac: 0.284
  finalPower_w: 0.00372
  p_sw_frac: 0.211
  power_frac_clock: 0.266
  p_per_area_nw_per_um2: 932
  internal_power_w: 0.00294
  p_switching_w: 0.000786
finish:
  syn_to_final_growth_pct: 166
  layout-drive-gt1-share: 0.517
  fillers: 1028
  stdcell_count: 496
run:
  warnings: 27
  cap_violations: 0
placement:
  gp_congestion: 0.828
  dp_hpwl_um: 6770
  dp.cells: 470
  port-buffer-count: 219
outcome:
  status: "finished, violations left"
  violations: "setup timing"
min_path:
  hold_class: "input port to async pin"
[worst paths after layout]
path,start,end,slack (ns),cells past startpoint
max in group asynchronous,reset,read_data_2_ex_mem[5]$_DFF_PN0_,0.62,5
min in group clk0,read_data_2_id_ex[18],read_data_2_ex_mem[18]$_DFF_PN0_,0.35,1
hold / removal,reset,read_data_2_ex_mem[28]$_DFF_PN0_,0.05,4
setup / recovery,reset,alu_result_ex_mem[13],-0.02,5
[cells by family after synthesis]
logic type / count (synthesis) / share of synthesized area
buffers and inverters: 7 / 0.0233
AND/OR/NAND/NOR: 70 / 0.327
flip-flops: 39 / 0.649
[critical path: cells and delay by family]
family,cells,cell delay [ns]
buf+inv,4,0.48
simple gates,1,0.13
[stage by stage]
step | util | setup slack [ns] | instance area (um^2)
finish | 0.387 | -0.0208 | 3990
global route | 0.387 | -0.0347 | 3990
CTS | 0.382 | -0.0658 | 3950
detailed placement | 0.379 | -0.490 | 3910
global placement | 0.379 | -0.499 | 3910
floorplan | - | 0.330 | 1500
[routing by layer]
metal	routed length, um	vias up
li1	-	831
met1	2970	786
met2	4280	114
met3	1090	7
met5	0	-
met4	63	0
[layout make-up]
cell class                      instances  area, um^2  area share
Clock inverter                          1        5.00     0.00125
Timing Repair Buffer                  243        2200       0.552
Tap cell                              136         170      0.0426
Clock buffer                            7        76.3      0.0191
Multi-Input combinational cell         70         562       0.141
Sequential cell                        39         976       0.244
[what timing repair did]
item | 4_1_cts | 5_1_grt
cloned | 6 | 2
gates resized | 493 | 15
endpoints found under the setup margin | 109 | 68
buffers inserted | 12 | 0
pin swaps | 33 | 16
[power by group through the flow]
stage | sequential, W | clock, W | combinational, W
after CTS | 0.00167 | 0.00105 | 0.00107
after global routing | 0.00168 | 0.00115 | 0.00115
final | 0.00167 | 0.000992 | 0.00106
[sequential cells by signal (all words and copies together) (netlist names)]
| register | cells |
|---|---|
| ctrl_branch_ex_mem | 1 |
| ctrl_halfWord_signed_ex_mem | 2 |
| ctrl_memRead_ex_mem | 1 |
| ctrl_memToReg_ex_mem | 1 |
| ctrl_memWrite_ex_mem | 1 |
| ctrl_regWrite_ex_mem | 1 |
| read_data_2_ex_mem | 32 |
[cells in the final DEF, fill, tap and decap left out, drive strengths merged]
cell / count
dlymetal6s2s: 5
buf: 126
clkbuf: 10
clkinv: 1
and2: 70
dlygate4sd2: 64
clkdlybuf4s50: 39
clkdlybuf4s15: 6
dfrtp: 39
Power figures rest on the tool's default switching activity, not on a simulated workload.
