==> /design/flow/design.v <==
module mem_wb (
    ctrl_regWrite_mem_wb, ctrl_memToReg_mem_wb,							 
	read_data_from_mem_mem_wb, alu_result_mem_wb, write_register_mem_wb,
	ctrl_regWrite_ex_mem, ctrl_memToReg_ex_mem, read_data_from_mem,		 
	alu_result_ex_mem, write_register_ex_mem,
	clk, reset
    );
output reg ctrl_regWrite_mem_wb, ctrl_memToReg_mem_wb;
output reg [31:0] read_data_from_mem_mem_wb, alu_result_mem_wb;
output reg [4:0] write_register_mem_wb;
input ctrl_regWrite_ex_mem, ctrl_memToReg_ex_mem;
input [31:0] read_data_from_mem, alu_result_ex_mem;
input [4:0] write_register_ex_mem;
input clk, reset;
always @ (posedge clk or negedge reset)
begin
	if(~reset) begin
		ctrl_regWrite_mem_wb = 0;
		ctrl_memToReg_mem_wb = 0;	
		alu_result_mem_wb = 0;
		ctrl_regWrite_mem_wb = 0;
		write_register_mem_wb = 0;
	end
	else begin
		ctrl_regWrite_mem_wb = ctrl_regWrite_ex_mem;
		ctrl_memToReg_mem_wb = ctrl_memToReg_ex_mem;
		alu_result_mem_wb = alu_result_ex_mem;
		ctrl_regWrite_mem_wb = ctrl_regWrite_ex_mem;
		write_register_mem_wb = write_register_ex_mem;
	end
end
always @ (*)
begin
	if(~reset) begin
		read_data_from_mem_mem_wb = 0;
	end
	else begin
		read_data_from_mem_mem_wb = read_data_from_mem;
	end
end
endmodule
==> /design/flow/run.sh <==
#!/bin/bash
# OpenROAD 26Q1-2900-gdf79404cd8, Yosys 0.63+post, stock flow scripts
make -C /OpenROAD-flow-scripts/flow DESIGN_CONFIG=/design/flow/config.mk WORK_HOME=/design/flow/orfs finish
==> /design/flow/config.mk <==
export PLATFORM = sky130hd
export DESIGN_NAME = mem_wb
export DESIGN_NICKNAME = mem_wb
export VERILOG_FILES = /design/flow/design.v
export SDC_FILE = /design/flow/constraint.sdc
export NUM_CORES = 4
export LEC_CHECK = 1
export CORE_AREA = 10 10 104 104
export DIE_AREA = 0 0 114 114
==> /design/flow/constraint.sdc <==
current_design mem_wb

set clk_period 1.0
set clk_io_pct 0.2

create_clock -name clk0 -period $clk_period [get_ports {clk}]

set non_clock_inputs [all_inputs -no_clocks]
set_input_delay [expr $clk_period * $clk_io_pct] -clock clk0 $non_clock_inputs
set_output_delay [expr $clk_period * $clk_io_pct] -clock clk0 [all_outputs]
==> run notes <==
yosys + openroad results -> placed cells 327, CTS H-tree depth 2, RD Place Congestion 0.708, most numerous logic cells after layout 52 x buf_2, 39 x dfrtp_1, 39 x clkdlybuf4s50_1, Critical Path Source Type primary input, Tmin final 1.00 ns, CTS tree built, hold wc startpoint write_register_ex_mem[4], worst vdd ir 0.00102 V, HPWL after DPL 4.22 mm, Comb power frac 19.8%, CTS clk-pin slew, worst paths 0.06 ns, Core Area 8680 um2, num ports 144, DRC violation count after routing 0, first-iteration detailed-routing DRC count 8, sequential area share after synthesis 79.3%, Mapped Cells 74, # port buffers 143, Max Fclk 995 MHz, largest net degree at the start of global routing 16, met1 global-route usage 7.52%, Total Routing Usage GR 7.21%, Tool Warnings 27, P&R area growth vs syn 128%, GRT Residual Overflow 0, CTS Sinks 39, Data arrival, critical path 0.80 ns, failing checks negative setup slack, final core occ 32.4%, row cnt 34, ys cells 74, GR peak layer met2, RSZ-0062 raised after global routing true, CP Max Fanout 7, post-route setup slack -0.00475 ns, Worst-Margin Slew 0.181 ns, max_cap viols 0, number of synthesized register bits 39, Pre-antenna DRT Iters 3, chip height 114 um, Final setup viols 4, P_int 2.60 mW, via count 1138, hold depth 1, post-layout period usage of the worst path 100%, Slew HR 88.0%, Non-Filler Instances 343, Top cell excl fill/tap buf_2, Routed Antenna Nets 0, M2 GR Usage 12.6%, CP required 0.80 ns, PwrDens 1140 nW/um2, Die Size 13000 um2, Yosys cell types 3, Final Hold Fails 0, switching power total 0.613 mW, yosys stat area 1230 um2, Hold Path Sink write_register_mem_wb[4], Worst setup EP type primary output, Avg Inst Size Synth 16.6 um2, vias in the first global route 1318, first-pass GRT wire length 7.45 mm, layout cells sized above 1 50.2%, floorplan-stage core utilization 14.2%, TritonCTS buffer count 5, sequential share of power 52.0%, final WL 5.02 mm, worst hold-check path type primary input to register, routed vias/inst 3.32, Longest Clk Path Bufs 2, Synth warnings 1, Routed wire per std cell 14.6 um, M3 GR Usage 4.25%, Antenna diodes 0, Leak Pwr 1.39 nW, Chip Width 114 um, status finished with violations, cell chosen for the clock root clkbuf_8, switching share of power 19.1%, initial antenna violation count 0, final slew viol count 0, hold slack final 0.357 ns, critical path type primary input to primary output, overall power 3.21 mW, synthesized area 1230 um2, Clk pwr share 28.1%
## worst max-delay path, stage by stage
cell,delay (ns)
buf_12,0.13
buf_12,0.13
buf_6,0.11
and2_4,0.13
buf_6,0.10
## flip-flops by register name, summed over array words and instances, names as in the netlist
signal,flops
alu_result_mem_wb,32
ctrl_memToReg_mem_wb,1
write_register_mem_wb,5
ctrl_regWrite_mem_wb,1
## cell usage after synthesis, drive strengths merged
library cell  number  share of area [%]
dfrtp             39                 79
and2              32                 20
clkbuf             3                1.2
## metrics by stage
step                      setup WS [ns]  cell area, um2  TNS (ns)
after floorplan                   0.330            1230         0
after global placement           -0.462            2830    -14.08
after detailed placement         -0.461            2830    -14.09
after CTS                        -0.179            2840    -0.300
after global routing            -0.0176            2810    -0.110
final                          -0.00475            2810   -0.0100
## final cells by class
cell class              count  area, um2
multi-input cells          32        280
well taps                 108        135
repair buffers            158       1350
clock buffers               6       72.6
flip-flops and latches     39        976
fillers                   907       5870
## worst max path at each step
stage | from | endpoint | depth (start not counted)
global route | reset | read_data_from_mem_mem_wb[3] | 5
finish | reset | read_data_from_mem_mem_wb[3] | 5
CTS | read_data_from_mem[8] | read_data_from_mem_mem_wb[8] | 3
## power by group through the flow
| stage | sequential (mW) | combinational, mW | clock, mW |
|---|---|---|---|
| final | 1.67 | 0.636 | 0.905 |
| after CTS | 1.67 | 0.671 | 0.955 |
| after global routing | 1.68 | 0.695 | 1.02 |
## kinds of logic (layout without fill, tap and decap cells)
family	after synthesis	count (layout)	synth area share, %
DFF	39	39	79.3
buffers and inverters	3	164	1.22
and+or+nand+nor	32	32	19.5
## layer usage
metal	up-vias	share of wire [%]
li1	544	-
met5	-	0
met2	71	51
met4	0	1.2
met3	6	13
met1	517	35
## what timing repair did
| item | in CTS | in global routing |
|---|---|---|
| setup endpoints to repair | 71 | 18 |
| hold buffers | 2 | 0 |
| pin swaps | 7 | 2 |
| hold endpoints to repair | 17 | 0 |
| gates resized | 304 | 6 |
| setup buffers | 7 | 0 |
| cloned | 3 | 0 |
No activity file was given, so power comes from the tool's default toggle rates.
