==> ./config.mk <==
export PLATFORM = sky130hd
export DESIGN_NAME = id_ex
export DESIGN_NICKNAME = id_ex
export VERILOG_FILES = /design/flow/design.v
export SDC_FILE = /design/flow/constraint.sdc
export NUM_CORES = 4
export LEC_CHECK = 1
export CORE_AREA = 10 10 142 142
export DIE_AREA = 0 0 152 152
==> ./constraint.sdc <==
current_design id_ex

set clk_period 1.0
set clk_io_pct 0.2

create_clock -name clk0 -period $clk_period [get_ports {clk}]

set non_clock_inputs [all_inputs -no_clocks]
set_input_delay [expr $clk_period * $clk_io_pct] -clock clk0 $non_clock_inputs
set_output_delay [expr $clk_period * $clk_io_pct] -clock clk0 [all_outputs]
==> ./design.v <==
module id_ex (
	ctrl_regWrite_id_ex, ctrl_memToReg_id_ex, ctrl_branch_id_ex,		 
	ctrl_memRead_id_ex, ctrl_memWrite_id_ex, ctrl_regDest_id_ex,
	ctrl_aluOp_id_ex, ctrl_aluSrc_id_ex, ctrl_halfWord_signed_id_ex,
	supposed_next_address_id_ex,
	read_data_1_id_ex, read_data_2_id_ex, extended_branch_offset_id_ex,
	next_instruction_20_16_id_ex, next_instruction_15_11_id_ex,
	ctrl_regWrite, ctrl_memToReg, ctrl_branch, ctrl_memRead,			 
	ctrl_memWrite, ctrl_regDest, ctrl_aluOp, ctrl_aluSrc,
	ctrl_halfWord_signed,
	supposed_next_address_if_id, read_data_1, read_data_2,
	extended_branch_offset, next_instruction_20_16_if_id,
	next_instruction_15_11_if_id, clk, reset
	);
output reg ctrl_regWrite_id_ex, ctrl_memToReg_id_ex, ctrl_branch_id_ex,		
	ctrl_memRead_id_ex, ctrl_memWrite_id_ex, ctrl_regDest_id_ex,
    ctrl_aluSrc_id_ex;
output reg [1:0] ctrl_aluOp_id_ex, ctrl_halfWord_signed_id_ex;
output reg [31:0] supposed_next_address_id_ex, read_data_1_id_ex,
	read_data_2_id_ex, extended_branch_offset_id_ex;
output reg [4:0] next_instruction_20_16_id_ex, next_instruction_15_11_id_ex;
input ctrl_regWrite, ctrl_memToReg, ctrl_branch, ctrl_memRead,			
	ctrl_memWrite, ctrl_regDest, ctrl_aluSrc;
input [1:0] ctrl_aluOp, ctrl_halfWord_signed;
input [31:0] supposed_next_address_if_id, read_data_1, read_data_2,
	extended_branch_offset;
input [4:0] next_instruction_20_16_if_id, next_instruction_15_11_if_id;
input clk, reset;
always @ (posedge clk or negedge reset)
begin
	if(~reset) begin
		supposed_next_address_id_ex = 0; 
		next_instruction_20_16_id_ex = 0; 
		next_instruction_15_11_id_ex = 0;
	end
	else begin
		supposed_next_address_id_ex = supposed_next_address_if_id; 
		next_instruction_20_16_id_ex = next_instruction_20_16_if_id; 
		next_instruction_15_11_id_ex = next_instruction_15_11_if_id;
	end
end
always @ (*) begin
	if(~reset) begin
		ctrl_regWrite_id_ex = 0;
		ctrl_memToReg_id_ex = 0; 
		ctrl_branch_id_ex = 0;		
		ctrl_memRead_id_ex = 0;
		ctrl_memWrite_id_ex = 0;
		ctrl_regDest_id_ex = 0;
		ctrl_aluSrc_id_ex = 0;
		ctrl_aluOp_id_ex = 0;
		ctrl_halfWord_signed_id_ex = 0;
		read_data_1_id_ex = 0; 
		read_data_2_id_ex = 0;
		extended_branch_offset_id_ex = 0; 
	end
	else begin
		ctrl_regWrite_id_ex = ctrl_regWrite;
		ctrl_memToReg_id_ex = ctrl_memToReg; 
		ctrl_branch_id_ex = ctrl_branch;		
		ctrl_memRead_id_ex = ctrl_memRead;
		ctrl_memWrite_id_ex = ctrl_memWrite;
		ctrl_regDest_id_ex = ctrl_regDest;
		ctrl_aluSrc_id_ex = ctrl_aluSrc;
		ctrl_aluOp_id_ex = ctrl_aluOp;
		ctrl_halfWord_signed_id_ex = ctrl_halfWord_signed;
		read_data_1_id_ex = read_data_1; 
		read_data_2_id_ex = read_data_2;
		extended_branch_offset_id_ex = extended_branch_offset; 
	end 
end
endmodule
==> ./run.sh <==
#!/bin/bash
# OpenROAD 26Q1-2900-gdf79404cd8, Yosys 0.63+post, stock flow scripts
make -C /OpenROAD-flow-scripts/flow DESIGN_CONFIG=/design/flow/config.mk WORK_HOME=/design/flow/orfs finish
==> results.yml <==
# yosys + openroad results
worst_setup_path:
  cp_max_fo: 1
  cp_slowest_cell: "dfrtp_1"
  cp.arrival_ns: 0.79
  cp-end-kind: "output pin"
  crit_path_start_kind: "register"
  critical-path-top-delay-family: "flip-flops"
  path_buffers: 1
  max_stage_delay_ns: 0.37
  worstPathCellList: "buf_2"
  worstPathRequired_ns: 0.80
  crit_type: "reg -> out"
routing:
  postRouteAntennaNets: 0
  routed-via-count: 2393
  drt-pass1-iter-count: 4
  via_per_inst: 3.385
  antennaDiodeCount: 0
  routedWlPerCell_um: 18.23
  drtIter0Drc: 59
  drc_errors: 0
  wl_mm: 12.89
synth:
  synthCells: 160
  synth_area_mm2: 0.001800
  ys_types: 4
  aoi_share_pct: 0
  edf_count: 0
  ys_sh_adder_pct: 0
  yosysSeqAreaShare_pct: 58.37
  async_flop_share_pct: 100.0
  flop_cell: "dfrtp_1"
  synthTopCellsByCount: "and2_1, dfrtp_1, buf_2"
  mux_share_pct: 0
  xor_share_pct: 0
  ys_cells: 160
  synth_chip_area_mm2: 0.001800
  yosys.area_share.simple_pct: 37.18
  ys_top_logic_family: "simple AND/OR/NAND/NOR gates"
  top_area_cell: "dfrtp_1"
  synth_warnings: 1
  top_cell_area_share_pct: 58.37
  ys_seq_elements: 42
  avgSynthCellArea_um2: 11.25
  synth.most_common_cell: "and2_1"
  top_cells_by_area: "dfrtp_1, and2_1, buf_6, buf_2"
global_route:
  grt_pass1_vias: 2614
  grt_usage_pct: 10.60
  grt_max_degree: 19
  overflow: 0
  grt_first_pass_wirelength_mm: 18.95
  antenna_found_initial: 0
clock_tree:
  path_clk_slew_ns: 0.06
  cts_inserted_buffers: 5
  cts_buffer_depth: 2
  cts_tree: "yes"
  ctsHtreeMaxLevel: 2
  cts_root_buf: "clkbuf_16"
  clock-sinks: 42
power_and_ir_drop:
  cell_internal_pwr_uw: 3866
  irDropWorstVdd_mv: 0.5220
  power_uw: 4871
  p_per_area_mw_per_mm2: 992.1
  switching_share_pct: 20.62
  power_frac_seq_pct: 37.1
  pwr-share-comb_pct: 25.9
  leakagePower_uw: 0.002558
  p_sw_uw: 1005
  pwr-share-clk_pct: 37.0
die:
  dieArea_mm2: 0.02310
  die-height_um: 152
  fp_util_pct: 10.48
  ios: 300
  core_area_mm2: 0.01718
  fp-row-count: 48
  die_w_um: 152
sta:
  grt_setup_unrepaired: "yes"
  hold_violations: 0
  relSlewSlack_pct: 84.95
  maxSlewViolCount: 0
  setup_viol: 0
  hold_ws_ns: 0.004803
  period_minus_slack_ns: 0.9884
  fin_crit_sh_pct: 98.84
  clock.fmax_mhz: 1012
  worstMarginPinSlew_ns: 0.2258
placed_design:
  place.gp.congestion: 0.9123
  port_buffers: 299
  numPlacedInstances: 680
  hpwl_mm: 9.784
finish:
  stdcell_count: 707
  fillers: 1863
  drive_above_1_share_pct: 40.66
  area_delta_synth_final_pct: 172.7
job:
  drv_cap: 0
  tool_warnings: 27
min_path:
  hp-class: "in -> async"
status:
  outcome: "complete, no violations"
[worst paths after layout]
kind / from / depth (start not counted) / slack, ns / endpoint
setup / recovery: supposed_next_address_id_ex[5] / 1 / 0.01 / supposed_next_address_id_ex[5]
hold / removal: reset / 3 / 0.005 / supposed_next_address_id_ex[16]
max in group asynchronous: reset / 4 / 0.43 / next_instruction_15_11_id_ex[4]
min in group clk0: supposed_next_address_if_id[9] / 1 / 0.35 / supposed_next_address_id_ex[9]
[cell families after synthesis]
group         after synthesis
simple gates              107
buf+inv                    11
flops                      42
[power groups by stage]
| stage | sequential (uW) | combinational, uW | clock (uW) |
|---|---|---|---|
| final | 1800 | 1260 | 1800 |
| after CTS | 1810 | 1300 | 1890 |
| after global routing | 1810 | 1380 | 1960 |
[final cells by class]
class	count	area [um2]	share of cell area (%)
clock buffers	7	132.6	2.701
clock inverters	1	30.03	0.6116
multi-input cells	107	714.4	14.55
flip-flops and latches	42	1051	21.41
well taps	225	281.5	5.734
repair buffers	325	2700	54.99
[per-stage QoR]
stage | area, um2 | util, % | setup slack, ns | TNS (ns)
global route | 4910 | 28.58 | -0.02049 | -0.1331
finish | 4910 | 28.58 | 0.01155 | 0
global placement | 5057 | 29.44 | -0.5079 | -47.45
floorplan | 1800 | - | 0.2672 | 0
CTS | 4923 | 28.66 | -0.08112 | -1.869
detailed placement | 5057 | 29.44 | -0.5017 | -49.84
[cell usage in the layout, fill, tap and decap left out]
| master | instances |
|---|---|
| clkdlybuf4s15_2 | 1 |
| buf_8 | 1 |
| dfrtp_1 | 42 |
| buf_6 | 10 |
| clkbuf_1 | 2 |
| clkbuf_16 | 6 |
| and2_4 | 18 |
| clkdlybuf4s50_1 | 42 |
| buf_4 | 6 |
| dlygate4sd3_1 | 2 |
| clkbuf_2 | 4 |
| and2_1 | 89 |
| clkdlybuf4s15_1 | 3 |
| buf_2 | 134 |
| bufinv_16 | 1 |
| dlymetal6s2s_1 | 1 |
| buf_16 | 13 |
| buf_12 | 2 |
| dlygate4sd2_1 | 105 |
[state kept, by name (all words and copies together) (netlist names)]
signal,cells
supposed_next_address_id_ex,32
next_instruction_15_11_id_ex,5
next_instruction_20_16_id_ex,5
[what timing repair did]
item | 4_1_cts | 5_1_grt
setup endpoints to repair | 149 | 47
buffers inserted | 6 | 0
hold endpoints to repair | 2 | 1
pin swaps | 105 | 2
gates resized | 620 | 15
hold buffers | 1 | 1
cloned | 13 | 1
[per-layer routing]
layer	vias up	global-route usage, %	routed length, um
met3	9	4.151	1162
met4	0	0.7336	104
met5	-	0	0
li1	1124	-	-
met2	152	18.88	6635
met1	1108	12.23	4986
Power figures rest on the tool's default switching activity, not on a simulated workload.
